**design/flow/design.v**
```verilog
`timescale 1ns / 1ps
module InstructionMemory(Address, Instruction); 
    input [31:0] Address;         
    output reg [31:0] Instruction;     
        reg [31:0] memory [0:38];
    initial begin
             memory[0] = 32'h34040000;	 
   memory[1] = 32'h34050100;     
   memory[2] = 32'h20110000;     
   memory[3] = 32'h20120001;     
   memory[4] = 32'h20080000;     
   memory[5] = 32'h8ca50000;     
   memory[6] = 32'h20080004;     
   memory[7] = 32'h20100000;     
   memory[8] = 32'h70a82802;     
   memory[9] = 32'h20a5fffc;     
   memory[10] = 32'h00b08822;     
   memory[11] = 32'h20080000;     
   memory[12] = 32'h01044820;     
   memory[13] = 32'h8d2a0000;     
   memory[14] = 32'h21290004;     
   memory[15] = 32'h8d2b0000;     
   memory[16] = 32'h016a602a;     
   memory[17] = 32'h15920003;     
   memory[18] = 32'had2a0000;     
   memory[19] = 32'h2129fffc;     
   memory[20] = 32'had2b0000;     
   memory[21] = 32'h21080004;     
   memory[22] = 32'h0111602a;     
   memory[23] = 32'h1580fff4;     
   memory[24] = 32'h22100004;     
   memory[25] = 32'h0205602a;     
   memory[26] = 32'h1580ffef;     
   memory[27] = 32'h20080000;     
   memory[28] = 32'h20a50004;     
   memory[29] = 32'h00808820;     
   memory[30] = 32'h340c0104;     
   memory[31] = 32'h8e300000;     
   memory[32] = 32'h8d8d0000;     
   memory[33] = 32'h21adffff;     
   memory[34] = 32'h15a0fffe;     
   memory[35] = 32'h22310004;     
   memory[36] = 32'h21080004;     
   memory[37] = 32'h1505fff9;     
   memory[38] = 32'h1412ffff;     
        end
        always @ * begin
            Instruction <= memory[Address[8:2]];    
        end
    endmodule
```
**design/flow/constraint.sdc**
```tcl
current_design InstructionMemory

set clk_period 3.0
set clk_io_pct 0.2

create_clock -name clk0 -period $clk_period

set non_clock_inputs [all_inputs -no_clocks]
set_input_delay [expr $clk_period * $clk_io_pct] -clock clk0 $non_clock_inputs
set_output_delay [expr $clk_period * $clk_io_pct] -clock clk0 [all_outputs]
```
**design/flow/config.mk**
```make
export PLATFORM = sky130hd
export DESIGN_NAME = InstructionMemory
export DESIGN_NICKNAME = InstructionMemory
export VERILOG_FILES = /design/flow/design.v
export SDC_FILE = /design/flow/constraint.sdc
export NUM_CORES = 4
export LEC_CHECK = 1
export CORE_AREA = 10 10 80 80
export DIE_AREA = 0 0 90 90
```
**design/flow/run.sh**
```bash
#!/bin/bash
# OpenROAD 26Q1-2900-gdf79404cd8, Yosys 0.63+post, stock flow scripts
make -C /OpenROAD-flow-scripts/flow DESIGN_CONFIG=/design/flow/config.mk WORK_HOME=/design/flow/orfs finish
```
==> flow_summary.ini <==
; implementation run metrics
[final_layout]
layout.cells.most_common = buf_4
seq_cell_area_um2 = 0
layout_top_cells_excl_fill_tap = 64 x buf_4, 22 x clkdlybuf4s50_1, 21 x a21oi_1, 20 x nand2_1, 16 x o21ai_1
final_design_area_excluding_fillers_um2 = 2620
n_clock_buffer = 0
numSequentialCells = 0
final_layout_size_suffix_gt1_share_pct = 40.5
area_growth_pct = 83.0

[drt]
detail-route-antenna-nets = 0
via_cell_ratio = 5.37
route.top_layer_used = met4
met1_length_um = 2810
met2WireLength_um = 2730
detailedRoute.firstIterationViolations = 184
drc_errors = 0
routed-via-count = 2028
antenna_cells_inserted = 0
drt-total-wl_um = 6180
post_drt_wl_per_cell_um = 16.4
detail_route.first_pass.iterations = 4
wl_met3_um = 527

[power_and_ir_drop]
sw_frac_of_total_pct = 44.6
seq_power_share_pct = 0
total_net_switching_power_uw = 183
leakagePower_uw = 0.00117
report.power.total_uw = 411
power.share.combinational_pct = 100.0
peakVddDrop_v = 0.0000908
clock_power_share_pct = 0
power_per_cell_area_nw_per_um2 = 157
cell_internal_pwr_uw = 228

[placed_design]
place.port_buffers = 38
post-dp-hpwl_um = 4350
dpl_worst_slack_ps = -370
gp_routability_congestion = 0.953
postPlaceCellArea_um2 = 2240

[global_routing]
maximum_number_of_pins_on_one_net_before_global_route_repair = 17
grt_pass1_wl_um = 9510
grt-ovfl-total = 0
initial_antenna_violation_count = 0
grt_pass1_vias = 1921
grt_util_all_layers_pct = 13.5

[critical_path]
critical_path.max_stage_delay_ps = 500
worst-path-max-fanout = 7
crit_path_cell_trace = dlygate4sd2_1, buf_6, ha_4, buf_4, nand2_2, o21ai_2, o22ai_1, o21ai_1, clkdlybuf4s50_1
path_delay_family = buffers and inverters
end_kind = output port
critPathArrivalTime_ps = 2360
critical_path.n_buffers_inverters = 4
critPathSlowestCell = clkdlybuf4s50_1
worstSetupStartpointType = input pin
critical_path_required_ps = 2400
criticalPathCategory = in2out

[final_timing]
max-slew-margin-rel_pct = 78.5
finalClockPeriodUsage_pct = 98.7
timing_hold_violations_final = 0
layout_setup_ws_ps = 37.7
fin_crit_ps = 2960
max_freq_ghz = 0.338
slew_viol_final = 0
report.final.setup_viol = 0
max_slew.worst_pin.slew_ps = 318

[synthesis]
synth.yosys.num_cells = 227
synth_warnings = 1
synth.yosys.seq_area_share_pct = 0
synth-simple-area-share_pct = 27.1
synth.yosys.chip_area_um2 = 1430
compound_gate_fraction_of_synth_area_pct = 41.0
synth.comb.largest_family = AND-OR/OR-AND gates
synth_area_um2 = 1430
synth.cellmix.adderShare_pct = 8.73
ys_types = 48
post_synth_inst_count = 227
synth.cellmix.xorXnorShare_pct = 0.611
mux_share_pct = 5.32
average_cell_area_after_synthesis_um2 = 6.32

[cts]
number_of_hold_buffers_added_after_cts = 0

[floorplanning]
die-width_um = 90
io_pins = 64
chip_footprint_um2 = 8100
count_of_standard_cell_rows = 25
floorplan.die.height_um = 90
floorplanUtilization_pct = 30.4
core_area_um2 = 4720

[run_status]
status = finished clean

[worst_hold_path]
hp-start = Address[3]
holdPathStages = 5
holdCritPathClass = in2out
min_delay_worst_endpoint = Instruction[28]

[run]
max_cap_violations = 0
stage_log_warnings = 66
worst max path at each step:
stage,startpoint,endpoint,slack [ps],cells after the start
after CTS,Address[2],Instruction[2],9,10
after global routing,Address[4],Instruction[8],-50,9
final,Address[2],Instruction[2],40,9
metal layers:
layer,GRT usage (%),vias to the layer above
met4,2.92,0
met1,19.1,917
met3,2.43,14
met2,20.8,101
met5,0,-
li1,-,996
power by group through the flow:
| stage | Combinational (µW) | Clock, µW | Sequential [µW] |
|---|---|---|---|
| final | 411 | 0 | 0 |
| after CTS | 372 | 0 | 0 |
| after global routing | 447 | 0 | 0 |
cells by family (layout without fill, tap and decap cells):
logic type / after synthesis / in the layout
buf+inv: 38 / 122
simple gates: 76 / 76
mux: 7 / 7
xor+xnor: 1 / 1
fa+ha+maj: 10 / 10
compound gates: 95 / 95
final cells by class:
cell class                 count  area, µm²
fill                         416       2100
inverter                       7       31.3
multi-input combinational    189       1430
tap                           67       83.8
timing repair buffer         115       1080
cells in the mapped netlist, types with 2 or more instances:
master / instances / area share, %
a21oi_1: 28 / 9.8
nand2_1: 23 / 6.0
o21ai_0: 15 / 5.2
o21ai_1: 15 / 5.2
nand2b_1: 13 / 5.7
nor2_1: 13 / 3.4
buf_4: 11 / 5.8
ha_1: 10 / 8.7
buf_2: 9 / 3.1
buf_6: 7 / 5.5
nor3_1: 7 / 2.4
inv_1: 6 / 1.6
nand3_1: 6 / 2.1
a211oi_1: 5 / 2.6
a31oi_1: 5 / 2.2
mux2i_1: 5 / 3.5
a22oi_1: 4 / 2.1
nor2b_1: 4 / 1.7
o211ai_1: 4 / 2.1
o22ai_1: 4 / 1.7
clkbuf_1: 3 / 0.79
o31ai_1: 3 / 1.6
o31a_1: 2 / 1.2
through the flow:
stage | TNS (ps) | hold slack [ps] | std cells | util [%]
after floorplan | 0 | 1330 | 227 | -
after global placement | -9090 | 2420 | 369 | 47.4
after detailed placement | -8750 | 2420 | 369 | 47.4
after CTS | 0 | 2100 | 372 | 49.6
after global routing | -173 | 1940 | 378 | 55.5
final | 0 | 1870 | 378 | 55.5
timing repair:
action / CTS / global route
endpoints found under the setup margin: 32 / 29
cloned: 1 / 0
buffers inserted: 2 / 6
pin swaps: 7 / 18
resized: 24 / 57
No activity file was given, so power comes from the tool's default toggle rates.
